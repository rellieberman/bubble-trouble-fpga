File: design.v
module arrowBitMap
    (
        input	logic	clk,
        input	logic	resetN,
        input   logic	[10:0] offsetX, 
        input   logic	[10:0] offsetY,
        input	logic	InsideRectangle,  
        output	logic	drawingRequest,  
        output	logic	[7:0] RGBout   
    );
        localparam  int OBJECT_WIDTH_X = 24;
        localparam  int OBJECT_HEIGHT_Y = 32;
        localparam logic [7:0] TRANSPARENT_ENCODING = 8'hFF ; 
        logic [0:OBJECT_HEIGHT_Y-1] [0:OBJECT_WIDTH_X-1] [8-1:0] object_colors = {
        {8'hFF, 8'hFF, 8'hFF, 8'hFF, 8'hFF, 8'hFF, 8'hFF, 8'hFF, 8'hFF, 8'hFF, 8'hFF, 8'hFF, 8'h29, 8'hFF, 8'hFF, 8'hFF, 8'hFF, 8'hFF, 8'hFF, 8'hFF, 8'hFF, 8'hFF, 8'hFF, 8'hFF },
        {8'hFF, 8'hFF, 8'hFF, 8'hFF, 8'hFF, 8'hFF, 8'hFF, 8'hFF, 8'hFF, 8'hFF, 8'hFF, 8'h20, 8'h20, 8'h6D, 8'hFF, 8'hFF, 8'hFF, 8'hFF, 8'hFF, 8'hFF, 8'hFF, 8'hFF, 8'hFF, 8'hFF },
        {8'hFF, 8'hFF, 8'hFF, 8'hFF, 8'hFF, 8'hFF, 8'hFF, 8'hFF, 8'hFF, 8'hFF, 8'h25, 8'h80, 8'hC0, 8'h20, 8'hFF, 8'hFF, 8'hFF, 8'hFF, 8'hFF, 8'hFF, 8'hFF, 8'hFF, 8'hFF, 8'hFF },
        {8'hFF, 8'hFF, 8'hFF, 8'hFF, 8'hFF, 8'hFF, 8'hFF, 8'hFF, 8'hFF, 8'h6D, 8'h40, 8'hE0, 8'hE0, 8'h80, 8'h24, 8'hFF, 8'hFF, 8'hFF, 8'hFF, 8'hFF, 8'hFF, 8'hFF, 8'hFF, 8'hFF },
        {8'hFF, 8'hFF, 8'hFF, 8'hFF, 8'hFF, 8'hFF, 8'hFF, 8'hFF, 8'hFF, 8'h20, 8'hC0, 8'hE0, 8'hE0, 8'hE0, 8'h40, 8'h4D, 8'hFF, 8'hFF, 8'hFF, 8'hFF, 8'hFF, 8'hFF, 8'hFF, 8'hFF },
        {8'hFF, 8'hFF, 8'hFF, 8'hFF, 8'hFF, 8'hFF, 8'hFF, 8'hFF, 8'h24, 8'hA0, 8'hE0, 8'hE0, 8'hE0, 8'hE0, 8'hE0, 8'h20, 8'hFF, 8'hFF, 8'hFF, 8'hFF, 8'hFF, 8'hFF, 8'hFF, 8'hFF },
        {8'hFF, 8'hFF, 8'hFF, 8'hFF, 8'hFF, 8'hFF, 8'hFF, 8'h49, 8'h60, 8'hE0, 8'hE0, 8'hE0, 8'hE0, 8'hE0, 8'hE0, 8'hA0, 8'h24, 8'hFF, 8'hFF, 8'hFF, 8'hFF, 8'hFF, 8'hFF, 8'hFF },
        {8'hFF, 8'hFF, 8'hFF, 8'hFF, 8'hFF, 8'hFF, 8'h72, 8'h40, 8'hE0, 8'hE0, 8'hE0, 8'hE0, 8'hE0, 8'hE0, 8'hE0, 8'hE0, 8'h60, 8'h49, 8'hFF, 8'hFF, 8'hFF, 8'hFF, 8'hFF, 8'hFF },
        {8'hFF, 8'hFF, 8'hFF, 8'hFF, 8'hFF, 8'hFF, 8'h20, 8'hC0, 8'hE0, 8'hE0, 8'hE0, 8'hE0, 8'hE0, 8'hE0, 8'hE0, 8'hE0, 8'hE0, 8'h20, 8'hFF, 8'hFF, 8'hFF, 8'hFF, 8'hFF, 8'hFF },
        {8'hFF, 8'hFF, 8'hFF, 8'hFF, 8'hFF, 8'h24, 8'h80, 8'hE0, 8'hE0, 8'hE0, 8'hE0, 8'hE0, 8'hE0, 8'hE0, 8'hE0, 8'hE0, 8'hE0, 8'hC0, 8'h20, 8'hFF, 8'hFF, 8'hFF, 8'hFF, 8'hFF },
        {8'hFF, 8'hFF, 8'hFF, 8'hFF, 8'h49, 8'h60, 8'hE0, 8'hE0, 8'hE0, 8'hE0, 8'hE0, 8'hE0, 8'hE0, 8'hE0, 8'hE0, 8'hE0, 8'hE0, 8'hE0, 8'h80, 8'h29, 8'hFF, 8'hFF, 8'hFF, 8'hFF },
        {8'hFF, 8'hFF, 8'hFF, 8'hFF, 8'h20, 8'hE0, 8'hE0, 8'hE0, 8'hE0, 8'hE0, 8'hE0, 8'hE0, 8'hE0, 8'hE0, 8'hE0, 8'hE0, 8'hE0, 8'hE0, 8'hE0, 8'h40, 8'h72, 8'hFF, 8'hFF, 8'hFF },
        {8'hFF, 8'hFF, 8'hFF, 8'h20, 8'hC0, 8'hE0, 8'hE0, 8'hE0, 8'hE0, 8'hE0, 8'hE0, 8'hE0, 8'hE0, 8'hE0, 8'hE0, 8'hE0, 8'hE0, 8'hE0, 8'hE0, 8'hC0, 8'h20, 8'hFF, 8'hFF, 8'hFF },
        {8'hFF, 8'hFF, 8'h25, 8'h80, 8'hE0, 8'hE0, 8'hE0, 8'hE0, 8'hE0, 8'hE0, 8'hE0, 8'hE0, 8'hE0, 8'hE0, 8'hE0, 8'hE0, 8'hE0, 8'hE0, 8'hE0, 8'hE0, 8'h80, 8'h25, 8'hFF, 8'hFF },
        {8'hFF, 8'h6D, 8'h40, 8'hE0, 8'hE0, 8'hE0, 8'hC0, 8'hA0, 8'h80, 8'hE0, 8'hE0, 8'hE0, 8'hE0, 8'hE0, 8'hE0, 8'hA0, 8'h80, 8'hA0, 8'hE0, 8'hE0, 8'hE0, 8'h40, 8'h6D, 8'hFF },
        {8'hFF, 8'h00, 8'h80, 8'h60, 8'h40, 8'h20, 8'h24, 8'h29, 8'h00, 8'hC0, 8'hE0, 8'hE0, 8'hE0, 8'hE0, 8'hE0, 8'h60, 8'h24, 8'h25, 8'h20, 8'h40, 8'h60, 8'h80, 8'h00, 8'hFF },
        {8'h24, 8'h24, 8'h49, 8'h6D, 8'hFF, 8'hFF, 8'hFF, 8'hFF, 8'h20, 8'hE0, 8'hE0, 8'hE0, 8'hE0, 8'hE0, 8'hE0, 8'h60, 8'h6D, 8'hFF, 8'hFF, 8'hFF, 8'h6D, 8'h49, 8'h24, 8'h25 },
        {8'hFF, 8'hFF, 8'hFF, 8'hFF, 8'hFF, 8'hFF, 8'hFF, 8'hFF, 8'h20, 8'hE0, 8'hE0, 8'hE0, 8'hE0, 8'hE0, 8'hE0, 8'h80, 8'h49, 8'hFF, 8'hFF, 8'hFF, 8'hFF, 8'hFF, 8'hFF, 8'hFF },
        {8'hFF, 8'hFF, 8'hFF, 8'hFF, 8'hFF, 8'hFF, 8'hFF, 8'hFF, 8'h40, 8'hE0, 8'hE0, 8'hE0, 8'hE0, 8'hE0, 8'hE0, 8'hA0, 8'h49, 8'hFF, 8'hFF, 8'hFF, 8'hFF, 8'hFF, 8'hFF, 8'hFF },
        {8'hFF, 8'hFF, 8'hFF, 8'hFF, 8'hFF, 8'hFF, 8'hFF, 8'hFF, 8'h40, 8'hE0, 8'hE0, 8'hE0, 8'hE0, 8'hE0, 8'hE0, 8'hC0, 8'h25, 8'hFF, 8'hFF, 8'hFF, 8'hFF, 8'hFF, 8'hFF, 8'hFF },
        {8'hFF, 8'hFF, 8'hFF, 8'hFF, 8'hFF, 8'hFF, 8'hFF, 8'h6D, 8'h60, 8'hE0, 8'hE0, 8'hE0, 8'hE0, 8'hE0, 8'hE0, 8'hC0, 8'h24, 8'hFF, 8'hFF, 8'hFF, 8'hFF, 8'hFF, 8'hFF, 8'hFF },
        {8'hFF, 8'hFF, 8'hFF, 8'hFF, 8'hFF, 8'hFF, 8'hFF, 8'h4D, 8'h80, 8'hE0, 8'hE0, 8'hE0, 8'hE0, 8'hE0, 8'hE0, 8'hE0, 8'h20, 8'hFF, 8'hFF, 8'hFF, 8'hFF, 8'hFF, 8'hFF, 8'hFF },
        {8'hFF, 8'hFF, 8'hFF, 8'hFF, 8'hFF, 8'hFF, 8'hFF, 8'h49, 8'hA0, 8'hE0, 8'hE0, 8'hE0, 8'hE0, 8'hE0, 8'hE0, 8'hE0, 8'h20, 8'hFF, 8'hFF, 8'hFF, 8'hFF, 8'hFF, 8'hFF, 8'hFF },
        {8'hFF, 8'hFF, 8'hFF, 8'hFF, 8'hFF, 8'hFF, 8'hFF, 8'h25, 8'hA0, 8'hE0, 8'hE0, 8'hE0, 8'hE0, 8'hE0, 8'hE0, 8'hE0, 8'h40, 8'hFF, 8'hFF, 8'hFF, 8'hFF, 8'hFF, 8'hFF, 8'hFF },
        {8'hFF, 8'hFF, 8'hFF, 8'hFF, 8'hFF, 8'hFF, 8'hFF, 8'h24, 8'hC0, 8'hE0, 8'hE0, 8'hE0, 8'hE0, 8'hE0, 8'hE0, 8'hE0, 8'h40, 8'hFF, 8'hFF, 8'hFF, 8'hFF, 8'hFF, 8'hFF, 8'hFF },
        {8'hFF, 8'hFF, 8'hFF, 8'hFF, 8'hFF, 8'hFF, 8'hFF, 8'h20, 8'hC0, 8'hE0, 8'hE0, 8'hE0, 8'hE0, 8'hE0, 8'hE0, 8'hE0, 8'h60, 8'h72, 8'hFF, 8'hFF, 8'hFF, 8'hFF, 8'hFF, 8'hFF },
        {8'hFF, 8'hFF, 8'hFF, 8'hFF, 8'hFF, 8'hFF, 8'hFF, 8'h20, 8'hE0, 8'hE0, 8'hE0, 8'hE0, 8'hE0, 8'hE0, 8'hE0, 8'hE0, 8'h80, 8'h6D, 8'hFF, 8'hFF, 8'hFF, 8'hFF, 8'hFF, 8'hFF },
        {8'hFF, 8'hFF, 8'hFF, 8'hFF, 8'hFF, 8'hFF, 8'hFF, 8'h40, 8'hE0, 8'hE0, 8'hE0, 8'hE0, 8'hE0, 8'hE0, 8'hE0, 8'hE0, 8'h80, 8'h49, 8'hFF, 8'hFF, 8'hFF, 8'hFF, 8'hFF, 8'hFF },
        {8'hFF, 8'hFF, 8'hFF, 8'hFF, 8'hFF, 8'hFF, 8'hFF, 8'h40, 8'hE0, 8'hE0, 8'hE0, 8'hE0, 8'hE0, 8'hE0, 8'hE0, 8'hE0, 8'hA0, 8'h49, 8'hFF, 8'hFF, 8'hFF, 8'hFF, 8'hFF, 8'hFF },
        {8'hFF, 8'hFF, 8'hFF, 8'hFF, 8'hFF, 8'hFF, 8'hFF, 8'h60, 8'hE0, 8'hE0, 8'hE0, 8'hE0, 8'hE0, 8'hE0, 8'hE0, 8'hE0, 8'hC0, 8'h24, 8'hFF, 8'hFF, 8'hFF, 8'hFF, 8'hFF, 8'hFF },
        {8'hFF, 8'hFF, 8'hFF, 8'hFF, 8'hFF, 8'hFF, 8'h6D, 8'h60, 8'hE0, 8'hC0, 8'hC0, 8'hC0, 8'hC0, 8'hC0, 8'hC0, 8'hC0, 8'hC0, 8'h24, 8'hFF, 8'hFF, 8'hFF, 8'hFF, 8'hFF, 8'hFF },
        {8'hFF, 8'hFF, 8'hFF, 8'hFF, 8'hFF, 8'hFF, 8'h6D, 8'h00, 8'h00, 8'h00, 8'h00, 8'h00, 8'h00, 8'h00, 8'h00, 8'h00, 8'h00, 8'h24, 8'hFF, 8'hFF, 8'hFF, 8'hFF, 8'hFF, 8'hFF }
        };
        always_ff@(posedge clk or negedge resetN)
        begin
            if(!resetN) begin
                RGBout <=	8'h00;
            end
            else begin
                if (InsideRectangle)   
                    RGBout <= object_colors[offsetY][offsetX];	 
                else 
                    RGBout <= TRANSPARENT_ENCODING ;  
            end 
        end
        assign drawingRequest = (RGBout != TRANSPARENT_ENCODING ) ? 1'b1 : 1'b0 ;  
endmodule 
File: run.sh
#!/bin/bash
# OpenROAD 26Q1-2900-gdf79404cd8, Yosys 0.63+post, stock flow scripts
make -C /OpenROAD-flow-scripts/flow DESIGN_CONFIG=/design/flow/config.mk WORK_HOME=/design/flow/orfs finish
File: config.mk
export PLATFORM = sky130hd
export DESIGN_NAME = arrowBitMap
export DESIGN_NICKNAME = arrowBitMap
export VERILOG_FILES = /design/flow/design.v
export SDC_FILE = /design/flow/constraint.sdc
export NUM_CORES = 4
export LEC_CHECK = 1
export CORE_UTILIZATION = 50
File: constraint.sdc
current_design arrowBitMap

set clk_period 1.5
set clk_io_pct 0.2

create_clock -name clk0 -period $clk_period [get_ports {clk}]

set non_clock_inputs [all_inputs -no_clocks]
set_input_delay [expr $clk_period * $clk_io_pct] -clock clk0 $non_clock_inputs
set_output_delay [expr $clk_period * $clk_io_pct] -clock clk0 [all_outputs]
==> summary.txt <==
Result of the run: finished, violations left
Failing checks: setup timing
Cts-stage hold buffer count: 0
Distinct cells, synth: 79
Largest fanout of any net on the critical path: 7
Area leader, netlist: sky130_fd_sc_hd__a21oi_1
Cell area after synthesis: 4177 sq um
Placer's final routability congestion estimate: 1.159
Leftover overflow at the end of global routing: 0
Number of cells produced by synthesis: 670
Largest voltage drop on the vdd net: 0.0009866 V
Global Route Usage Sum: 52.43%
Max_slew headroom: 50.22%
Synthesis-stage register bit count: 7
RSZ-0062 raised after global routing: yes
Number of vias after detailed routing: 7068
Post-layout period usage: 251.8%
Endpoints failing hold: 0
Detail-routed via count per cell: 7.340
Clock-pin slew on the worst setup and hold paths: 40 ps
Worst Setup Path Type: input port to register
Arr. time, crit path: 3920 ps
Worst Max-Slew Pin Slew: 737.4 ps
Non-filler instance count after layout: 963
Violation count after the first detailed-routing iteration: 1196
Number of global-route vias before repair: 6360
Initial antenna violation count: 0
Path category of the worst min-delay check: input port to asynchronous set/reset pin
Number of cell instances after yosys synthesis: 670
First-pass iteration count of the detailed router: 8
Primary FF master, synth: sky130_fd_sc_hd__dfrtp_1
Data required time at the worst endpoint: 1640 ps
Setup crit start: offsetX[7]
Capturing element type of the critical path: register
Total Negative Setup Slacks: -14730 ps
Count of standard-cell rows: 32
Biggest area contributors in the synthesized netlist: sky130_fd_sc_hd__a21oi_1 (9.1%), sky130_fd_sc_hd__o21ai_0 (7.9%), sky130_fd_sc_hd__ha_1 (5.1%), sky130_fd_sc_hd__nand2_1 (5.0%), sky130_fd_sc_hd__clkbuf_1 (4.5%)
Worst Setup Slack post-DPL: -2881 ps
Die H: 93.40 um
Setup crit start kind: input port
Drt drc: 0
Number of max-capacitance violations reported: 0
Final-report max-slew violation count: 0
Number of warnings in the stage logs: 33
Largest net degree at the start of global routing: 24
Mean Syn Cell Area: 6.234 sq um
Leakage power total: 2.696 nW
WL final: 24070 um
Count of clock tree sinks: 7
Global-route wire length before repair: 34440 um
Worst hold slack after final layout: 340.0 ps
Final cell area excluding filler cells: 6581 sq um
# diodes: 0
Number of ports placed on the die boundary: 34
Largest register FFs: 7
Final setup margin: -2276 ps
CTS Buffer Depth: 2
Horiz. Die Dim: 93.40 um
DR WL/cell: 25.00 um
Layout Area Growth over Synthesis: 57.58%
Ratio of cells with drive above 1 in the final layout: 36.00%
Power per unit of standard cell area: 1442 nW/um^2
Synth async-reset ratio: 100.0%
Yosys top cell area share: 9.107%
Clock tree from TritonCTS: done
Fp_density: 52.95%
CORE AREA: 7888 sq um
Root cell of the clock tree: sky130_fd_sc_hd__clkbuf_8
Top cells by count: sky130_fd_sc_hd__a21oi_1 (76), sky130_fd_sc_hd__o21ai_0 (66), sky130_fd_sc_hd__nand2_1 (56)
Post-synth tally of flip-flops with integrated enable: 0
Critical path capture point: RGBout[0]
Regs by FF count: RGBout (7)
H-Tree Depth: 1
Cell area after placement: 6120 sq um
Sequential cell area fraction in the yosys report: 4.194%
Half-perimeter wire length after placement: 15360 um
Register with the most flip-flops: RGBout
Shortest period the worst path allows: 3776 ps
Count of placed standard cells including taps: 947
Synth warn: 1
Count leader, synth: sky130_fd_sc_hd__a21oi_1
Number of routed nets with antenna violations: 0
Area of the die: 8723 sq um
IO Port Bufs: 31
Post-synth area from yosys stat: 4177 sq um
Final setup violating endpoints: 7
Num CTS Buffers: 3
Maximum clock frequency: 264.8 MHz
-- power by group --
group          total (mW)  switching (mW)  internal [mW]
logic                8.89            5.02           3.87
clock network       0.268          0.0838          0.184
registers           0.328          0.0534          0.275
total                9.49            5.16           4.33
-- worst min-delay path by stage --
| stage | end | cells past startpoint |
|---|---|---|
| global route | RGBout[4] | 1 |
| CTS | RGBout[4] | 1 |
| finish | RGBout[4] | 1 |
-- routing by layer --
metal / vias to the layer above / GRT usage (%) / routed length (um)
li1: 2955 / - / -
met1: 3077 / 71.04 / 8450
met2: 792 / 74.82 / 9276
met3: 244 / 17.87 / 4201
met4: 0 / 24.49 / 2145
met5: - / 0 / 0
-- layout make-up --
class	count	area (sq um)
well taps	102	127.6
multi-input cells	576	3976
flip-flops and latches	7	175.2
inverters	14	73.82
repair buffers	260	2183
fillers	471	1306
clock buffers	4	45.04
-- placed cells by master, fill, tap and decap left out, types with 7 or more instances in the layout --
cell and instances:
sky130_fd_sc_hd__buf_4 215, sky130_fd_sc_hd__a21oi_1 71, sky130_fd_sc_hd__o21ai_0 57, sky130_fd_sc_hd__nand2_1 55
sky130_fd_sc_hd__nor2_1 44, sky130_fd_sc_hd__nand3_1 30, sky130_fd_sc_hd__nor3_1 25, sky130_fd_sc_hd__clkdlybuf4s50_1 21
sky130_fd_sc_hd__xnor2_1 15, sky130_fd_sc_hd__o211ai_1 15, sky130_fd_sc_hd__nand2b_1 15, sky130_fd_sc_hd__a31oi_1 14
sky130_fd_sc_hd__o22ai_1 13, sky130_fd_sc_hd__a211oi_1 12, sky130_fd_sc_hd__ha_1 9, sky130_fd_sc_hd__buf_12 9
sky130_fd_sc_hd__a21o_1 8, sky130_fd_sc_hd__nand4_1 8, sky130_fd_sc_hd__dfrtp_1 7, sky130_fd_sc_hd__a22oi_1 7
-- cells by family after synthesis --
logic type / Yosys count / synth area share, %
compound gates: 293 / 45.75
xor+xnor: 29 / 6.591
fa+ha+maj: 20 / 6.291
buf+inv: 87 / 9.197
flops: 7 / 4.194
mux: 1 / 0.2696
simple gates: 233 / 27.71
-- critical path: stages --
cell and delay (ps):
sky130_fd_sc_hd__clkdlybuf4s50_1 480, sky130_fd_sc_hd__or3_4 450, sky130_fd_sc_hd__a21oi_2 230, sky130_fd_sc_hd__nor3b_1 400
sky130_fd_sc_hd__xnor2_1 190, sky130_fd_sc_hd__ha_1 290, sky130_fd_sc_hd__and2b_1 200, sky130_fd_sc_hd__a21oi_2 130
sky130_fd_sc_hd__xnor3_2 260, sky130_fd_sc_hd__buf_4 150, sky130_fd_sc_hd__o31ai_1 70, sky130_fd_sc_hd__a2111oi_2 440
sky130_fd_sc_hd__o21ai_1 160, sky130_fd_sc_hd__o21ai_1 160
-- repair_timing --
| action | in CTS | in global routing |
|---|---|---|
| pin swaps | 32 | 12 |
| gates resized | 70 | 21 |
| setup endpoints to repair | 8 | 7 |
| buffers inserted | 7 | 4 |
| cloned | 1 | 0 |
-- metrics by stage --
step | util [%] | power [mW]
2_1_floorplan | - | 4.307
4_1_cts | 81.82 | 8.405
6_report | 83.44 | 9.488
5_1_grt | 83.44 | 9.749
3_5_place_dp | 77.59 | 7.581
3_3_place_gp | 77.59 | 7.489
Power is estimated from default activity; no workload was simulated.
