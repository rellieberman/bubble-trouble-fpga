### /design/flow/design.v
module hartBitMap
    (
        input	logic	clk,
        input	logic	resetN,
        input   logic	[10:0] offsetX, 
        input   logic	[10:0] offsetY,
        input	logic	InsideRectangle,  
        output	logic	drawingRequest,  
        output	logic	[7:0] RGBout   
    );
				localparam logic [7:0] TRANSPARENT_ENCODING = 8'hFF ; 
				localparam  int OBJECT_WIDTH_X = 32;
				localparam  int OBJECT_HEIGHT_Y = 32;
				logic [0:OBJECT_HEIGHT_Y-1] [0:OBJECT_WIDTH_X-1] [8-1:0] object_colors = {
				{8'hFF, 8'hFF, 8'hFF, 8'hFF, 8'hFF, 8'hFF, 8'hFF, 8'hFF, 8'hFF, 8'hFF, 8'hFF, 8'hFF, 8'hFF, 8'hFF, 8'hFF, 8'hFF, 8'hFF, 8'hFF, 8'hFF, 8'hFF, 8'hFF, 8'hFF, 8'hFF, 8'hFF, 8'hFF, 8'hFF, 8'hFF, 8'hFF, 8'hFF, 8'hFF, 8'hFF, 8'hFF },
				{8'hFF, 8'hFF, 8'hFF, 8'hFF, 8'hFF, 8'hFF, 8'hFF, 8'hFF, 8'hFF, 8'hFF, 8'hFF, 8'hFF, 8'hFF, 8'hFF, 8'hFF, 8'hFF, 8'hFF, 8'hFF, 8'hFF, 8'hFF, 8'hFF, 8'hFF, 8'hFF, 8'hFF, 8'hFF, 8'hFF, 8'hFF, 8'hFF, 8'hFF, 8'hFF, 8'hFF, 8'hFF },
				{8'hFF, 8'hFF, 8'hFF, 8'hFF, 8'hFF, 8'hFF, 8'hFF, 8'hFF, 8'hFF, 8'hFF, 8'hFF, 8'hFF, 8'hFF, 8'hFF, 8'hFF, 8'hFF, 8'hFF, 8'hFF, 8'hFF, 8'hFF, 8'hFF, 8'hFF, 8'hFF, 8'hFF, 8'hFF, 8'hFF, 8'hFF, 8'hFF, 8'hFF, 8'hFF, 8'hFF, 8'hFF },
				{8'hFF, 8'hFF, 8'hFF, 8'hFF, 8'hFF, 8'hFF, 8'hFF, 8'hB6, 8'h49, 8'h6D, 8'h6D, 8'h6D, 8'h92, 8'hFF, 8'hFF, 8'hFF, 8'hFF, 8'hFF, 8'hFF, 8'h96, 8'h49, 8'h49, 8'h49, 8'h49, 8'h92, 8'hFF, 8'hFF, 8'hFF, 8'hFF, 8'hFF, 8'hFF, 8'hFF },
				{8'hFF, 8'hFF, 8'hFF, 8'hFF, 8'hFF, 8'hFF, 8'hFF, 8'h92, 8'h00, 8'h00, 8'h00, 8'h00, 8'h25, 8'hFF, 8'hFF, 8'hFF, 8'hFF, 8'hFF, 8'hFF, 8'h6D, 8'h00, 8'h00, 8'h00, 8'h00, 8'h29, 8'hFF, 8'hFF, 8'hFF, 8'hFF, 8'hFF, 8'hFF, 8'hFF },
				{8'hFF, 8'hFF, 8'hFF, 8'hFF, 8'hFF, 8'hDB, 8'h25, 8'h64, 8'hA0, 8'hA0, 8'hA0, 8'hA0, 8'h80, 8'h24, 8'h92, 8'hFF, 8'hFF, 8'hDA, 8'h24, 8'h64, 8'hA0, 8'hA0, 8'hA0, 8'hA0, 8'h60, 8'h04, 8'h96, 8'hFF, 8'hFF, 8'hFF, 8'hFF, 8'hFF },
				{8'hFF, 8'hFF, 8'hFF, 8'hFF, 8'hDA, 8'h92, 8'h20, 8'h60, 8'hE4, 8'hE4, 8'hE5, 8'hE4, 8'hA0, 8'h20, 8'h8D, 8'hDB, 8'hDA, 8'h92, 8'h20, 8'h80, 8'hE0, 8'hE0, 8'hE0, 8'hE0, 8'hA0, 8'h20, 8'h6D, 8'hB6, 8'hFF, 8'hFF, 8'hFF, 8'hFF },
				{8'hFF, 8'hFF, 8'hFF, 8'hFF, 8'h25, 8'h00, 8'hC0, 8'hE4, 8'hE9, 8'hFA, 8'hFF, 8'hED, 8'hE9, 8'hE0, 8'h60, 8'h00, 8'h00, 8'h20, 8'hC0, 8'hE0, 8'hE0, 8'hE0, 8'hE0, 8'hE0, 8'hE0, 8'hC0, 8'h40, 8'h00, 8'hDB, 8'hFF, 8'hFF, 8'hFF },
				{8'hFF, 8'hFF, 8'hB6, 8'h6D, 8'h64, 8'h60, 8'hE4, 8'hE9, 8'hF6, 8'hF2, 8'hF2, 8'hE5, 8'hE4, 8'hE0, 8'hA0, 8'h60, 8'h60, 8'h60, 8'hE0, 8'hE0, 8'hE0, 8'hE0, 8'hE0, 8'hE0, 8'hE0, 8'hC0, 8'h60, 8'h40, 8'h6D, 8'h92, 8'hFF, 8'hFF },
				{8'hFF, 8'hFF, 8'h49, 8'h00, 8'hA0, 8'hE0, 8'hE9, 8'hF2, 8'h103, 8'hED, 8'hDC, 8'hE0, 8'hE0, 8'hE0, 8'hE0, 8'hE0, 8'hE0, 8'hE0, 8'hE0, 8'hE0, 8'hE0, 8'hE0, 8'hE0, 8'hE0, 8'hE0, 8'hC0, 8'hC0, 8'hA0, 8'h00, 8'h49, 8'hFF, 8'hFF },
				{8'hFF, 8'hFF, 8'h49, 8'h00, 8'hA0, 8'hE4, 8'hFA, 8'hF6, 8'hE9, 8'hE4, 8'hE0, 8'hE0, 8'hE0, 8'hE0, 8'hE0, 8'hE0, 8'hE0, 8'hE0, 8'hE0, 8'hE0, 8'hE0, 8'hE0, 8'hE0, 8'hE0, 8'hE0, 8'hC0, 8'hC0, 8'hA0, 8'h00, 8'h49, 8'hFF, 8'hFF },
				{8'hFF, 8'hFF, 8'h49, 8'h00, 8'hA0, 8'hE4, 8'hFB, 8'hF6, 8'hE0, 8'hE0, 8'hE0, 8'hE0, 8'hE0, 8'hE0, 8'hE0, 8'hE0, 8'hE0, 8'hE0, 8'hE0, 8'hE0, 8'hE0, 8'hE0, 8'hE0, 8'hE0, 8'hE0, 8'hC0, 8'hC0, 8'hA0, 8'h00, 8'h49, 8'hFF, 8'hFF },
				{8'hFF, 8'hFF, 8'h49, 8'h00, 8'hA0, 8'hE0, 8'hE9, 8'hE9, 8'hE0, 8'hE0, 8'hE0, 8'hE0, 8'hE0, 8'hE0, 8'hE0, 8'hE0, 8'hE0, 8'hE0, 8'hE0, 8'hE0, 8'hE0, 8'hE0, 8'hE0, 8'hE0, 8'hE0, 8'hC0, 8'hC0, 8'hA0, 8'h00, 8'h49, 8'hFF, 8'hFF },
				{8'hFF, 8'hFF, 8'h49, 8'h00, 8'hA0, 8'hE0, 8'hE5, 8'hE4, 8'hE0, 8'hE0, 8'hE0, 8'hE0, 8'hE0, 8'hE0, 8'hE0, 8'hE0, 8'hE0, 8'hE0, 8'hE0, 8'hE0, 8'hE0, 8'hE0, 8'hE0, 8'hE0, 8'hE0, 8'hC0, 8'hC0, 8'hA0, 8'h00, 8'h49, 8'hFF, 8'hFF },
				{8'hFF, 8'hFF, 8'h49, 8'h00, 8'hA0, 8'hE0, 8'hE0, 8'hE0, 8'hE0, 8'hE0, 8'hE0, 8'hE0, 8'hE0, 8'hE0, 8'hE0, 8'hE0, 8'hE0, 8'hE0, 8'hE0, 8'hE0, 8'hE0, 8'hE0, 8'hE0, 8'hE0, 8'hE0, 8'hC0, 8'hC0, 8'hA0, 8'h00, 8'h49, 8'hFF, 8'hFF },
				{8'hFF, 8'hFF, 8'hDB, 8'hB6, 8'h45, 8'h40, 8'hE0, 8'hE0, 8'hE0, 8'hE0, 8'hE0, 8'hE0, 8'hE0, 8'hE0, 8'hE0, 8'hE0, 8'hE0, 8'hE0, 8'hE0, 8'hE0, 8'hE0, 8'hE0, 8'hE0, 8'hE0, 8'hC0, 8'hC0, 8'h40, 8'h20, 8'hB6, 8'hDB, 8'hFF, 8'hFF },
				{8'hFF, 8'hFF, 8'hFF, 8'hFF, 8'h29, 8'h20, 8'hE0, 8'hE0, 8'hE0, 8'hE0, 8'hE0, 8'hE0, 8'hE0, 8'hE0, 8'hE0, 8'hE0, 8'hE0, 8'hE0, 8'hE0, 8'hE0, 8'hE0, 8'hE0, 8'hE0, 8'hC0, 8'hC0, 8'hA0, 8'h20, 8'h00, 8'hDB, 8'hFF, 8'hFF, 8'hFF },
				{8'hFF, 8'hFF, 8'hFF, 8'hFF, 8'h25, 8'h00, 8'hE0, 8'hE0, 8'hE0, 8'hE0, 8'hE0, 8'hE0, 8'hE0, 8'hE0, 8'hE0, 8'hE0, 8'hE0, 8'hE0, 8'hE0, 8'hE0, 8'hE0, 8'hE0, 8'hE0, 8'hC0, 8'hC0, 8'hC0, 8'h20, 8'h00, 8'hDB, 8'hFF, 8'hFF, 8'hFF },
				{8'hFF, 8'hFF, 8'hFF, 8'hFF, 8'h6D, 8'h49, 8'h80, 8'hA0, 8'hE0, 8'hE0, 8'hE0, 8'hE0, 8'hE0, 8'hE0, 8'hE0, 8'hE0, 8'hE0, 8'hE0, 8'hE0, 8'hE0, 8'hE0, 8'hE0, 8'hE0, 8'hC0, 8'hA0, 8'h60, 8'h49, 8'h6D, 8'hDB, 8'hFF, 8'hFF, 8'hFF },
				{8'hFF, 8'hFF, 8'hFF, 8'hFF, 8'hFF, 8'hDB, 8'h00, 8'h40, 8'hE0, 8'hE0, 8'hE0, 8'hE0, 8'hE0, 8'hE0, 8'hE0, 8'hE0, 8'hE0, 8'hE0, 8'hE0, 8'hE0, 8'hE0, 8'hC0, 8'hC0, 8'hC0, 8'h60, 8'h60, 8'h92, 8'h123, 8'hFF, 8'hFF, 8'hFF, 8'hFF},
				{8'hFF, 8'hFF, 8'hFF, 8'hFF, 8'hFF, 8'hFF, 8'hB6, 8'h8D, 8'h20, 8'hA0, 8'hE0, 8'hE0, 8'hE0, 8'hE0, 8'hE0, 8'hE0, 8'hE0, 8'hE0, 8'hE0, 8'hE0, 8'hC0, 8'hC0, 8'hA0, 8'h20, 8'h69, 8'hB6, 8'hDB, 8'hFF, 8'hFF, 8'hFF, 8'hFF, 8'hFF },
				{8'hFF, 8'hFF, 8'hFF, 8'hFF, 8'hFF, 8'hFF, 8'hFF, 8'hB6, 8'h00, 8'h80, 8'hC0, 8'hE0, 8'hE0, 8'hE0, 8'hE0, 8'hE0, 8'hE0, 8'hE0, 8'hE0, 8'hE0, 8'hC0, 8'hA0, 8'h80, 8'h00, 8'h6D, 8'hFF, 8'hFF, 8'hFF, 8'hFF, 8'hFF, 8'hFF, 8'hFF },
				{8'hFF, 8'hFF, 8'hFF, 8'hFF, 8'hFF, 8'hFF, 8'hFF, 8'hFF, 8'hFF, 8'h49, 8'h00, 8'hC0, 8'hE0, 8'hE0, 8'hE0, 8'hE0, 8'hE0, 8'hE0, 8'hC0, 8'hC0, 8'hA0, 8'h20, 8'h24, 8'hDB, 8'hFF, 8'hFF, 8'hFF, 8'hFF, 8'hFF, 8'hFF, 8'hFF, 8'hFF },
				{8'hFF, 8'hFF, 8'hFF, 8'hFF, 8'hFF, 8'hFF, 8'hFF, 8'hFF, 8'hFF, 8'h92, 8'h49, 8'h80, 8'hA0, 8'hE0, 8'hE0, 8'hE0, 8'hE0, 8'hE0, 8'hC0, 8'hA0, 8'h60, 8'h49, 8'h6D, 8'hFF, 8'hFF, 8'hFF, 8'hFF, 8'hFF, 8'hFF, 8'hFF, 8'hFF, 8'hFF },
				{8'hFF, 8'hFF, 8'hFF, 8'hFF, 8'hFF, 8'hFF, 8'hFF, 8'hFF, 8'hFF, 8'hFF, 8'hFF, 8'h04, 8'h20, 8'hE0, 8'hE0, 8'hE0, 8'hC0, 8'hC0, 8'hC0, 8'h40, 8'hDA, 8'hDA, 8'hFF, 8'hFF, 8'hFF, 8'hFF, 8'hFF, 8'hFF, 8'hFF, 8'hFF, 8'hFF, 8'hFF },
				{8'hFF, 8'hFF, 8'hFF, 8'hFF, 8'hFF, 8'hFF, 8'hFF, 8'hFF, 8'hFF, 8'hFF, 8'hFF, 8'h96, 8'h6D, 8'h40, 8'hA0, 8'hE0, 8'hC0, 8'hA0, 8'h40, 8'h69, 8'hB6, 8'hDB, 8'hFF, 8'hFF, 8'hFF, 8'hFF, 8'hFF, 8'hFF, 8'hFF, 8'hFF, 8'hFF, 8'hFF },
				{8'hFF, 8'hFF, 8'hFF, 8'hFF, 8'hFF, 8'hFF, 8'hFF, 8'hFF, 8'hFF, 8'hFF, 8'hFF, 8'hFF, 8'hB6, 8'h00, 8'h60, 8'hC0, 8'hA0, 8'h80, 8'h00, 8'h92, 8'h123, 8'hFF, 8'hFF, 8'hFF, 8'hFF, 8'hFF, 8'hFF, 8'hFF, 8'hFF, 8'hFF, 8'hFF, 8'hFF },
				{8'hFF, 8'hFF, 8'hFF, 8'hFF, 8'hFF, 8'hFF, 8'hFF, 8'hFF, 8'hFF, 8'hFF, 8'hFF, 8'hFF, 8'hFF, 8'hDB, 8'h6D, 8'h00, 8'h00, 8'h24, 8'hDB, 8'hFF, 8'hFF, 8'hFF, 8'hFF, 8'hFF, 8'hFF, 8'hFF, 8'hFF, 8'hFF, 8'hFF, 8'hFF, 8'hFF, 8'hFF },
				{8'hFF, 8'hFF, 8'hFF, 8'hFF, 8'hFF, 8'hFF, 8'hFF, 8'hFF, 8'hFF, 8'hFF, 8'hFF, 8'hFF, 8'hFF, 8'hFF, 8'h92, 8'h49, 8'h49, 8'h6D, 8'hFF, 8'hFF, 8'hFF, 8'hFF, 8'hFF, 8'hFF, 8'hFF, 8'hFF, 8'hFF, 8'hFF, 8'hFF, 8'hFF, 8'hFF, 8'hFF },
				{8'hFF, 8'hFF, 8'hFF, 8'hFF, 8'hFF, 8'hFF, 8'hFF, 8'hFF, 8'hFF, 8'hFF, 8'hFF, 8'hFF, 8'hFF, 8'hFF, 8'hFF, 8'hFF, 8'hFF, 8'hFF, 8'hFF, 8'hFF, 8'hFF, 8'hFF, 8'hFF, 8'hFF, 8'hFF, 8'hFF, 8'hFF, 8'hFF, 8'hFF, 8'hFF, 8'hFF, 8'hFF },
				{8'hFF, 8'hFF, 8'hFF, 8'hFF, 8'hFF, 8'hFF, 8'hFF, 8'hFF, 8'hFF, 8'hFF, 8'hFF, 8'hFF, 8'hFF, 8'hFF, 8'hFF, 8'hFF, 8'hFF, 8'hFF, 8'hFF, 8'hFF, 8'hFF, 8'hFF, 8'hFF, 8'hFF, 8'hFF, 8'hFF, 8'hFF, 8'hFF, 8'hFF, 8'hFF, 8'hFF, 8'hFF },
				{8'hFF, 8'hFF, 8'hFF, 8'hFF, 8'hFF, 8'hFF, 8'hFF, 8'hFF, 8'hFF, 8'hFF, 8'hFF, 8'hFF, 8'hFF, 8'hFF, 8'hFF, 8'hFF, 8'hFF, 8'hFF, 8'hFF, 8'hFF, 8'hFF, 8'hFF, 8'hFF, 8'hFF, 8'hFF, 8'hFF, 8'hFF, 8'hFF, 8'hFF, 8'hFF, 8'hFF, 8'hFF }
				};
        always_ff@(posedge clk or negedge resetN)
        begin
            if(!resetN) begin
                RGBout <=	8'hFF;
            end
            else begin
                if (InsideRectangle)   
                    RGBout <= object_colors[offsetY][offsetX];	 
                else 
                    RGBout <= TRANSPARENT_ENCODING ;  
            end 
        end
        assign drawingRequest = (RGBout != TRANSPARENT_ENCODING ) ? 1'b1 : 1'b0 ;  
endmodule
### /design/flow/run.sh
#!/bin/bash
# OpenROAD 26Q1-2900-gdf79404cd8, Yosys 0.63+post, stock flow scripts
make -C /OpenROAD-flow-scripts/flow DESIGN_CONFIG=/design/flow/config.mk WORK_HOME=/design/flow/orfs finish
### /design/flow/config.mk
export PLATFORM = sky130hd
export DESIGN_NAME = hartBitMap
export DESIGN_NICKNAME = hartBitMap
export VERILOG_FILES = /design/flow/design.v
export SDC_FILE = /design/flow/constraint.sdc
export NUM_CORES = 4
export LEC_CHECK = 1
export CORE_UTILIZATION = 30
### /design/flow/constraint.sdc
current_design hartBitMap

set clk_period 1.2
set clk_io_pct 0.2

create_clock -name clk0 -period $clk_period [get_ports {clk}]

set non_clock_inputs [all_inputs -no_clocks]
set_input_delay [expr $clk_period * $clk_io_pct] -clock clk0 $non_clock_inputs
set_output_delay [expr $clk_period * $clk_io_pct] -clock clk0 [all_outputs]
==> impl_metrics.tcl <==
# yosys + openroad results
set metrics [dict create \
    cap_viol_max_count 0 \
    setup_violations 9 \
    period_used_share 2.189 \
    drtIter0Drc 906 \
    layout_setup_ws_ns -1.427 \
    edf_count 0 \
    place_area_um2 6550 \
    dp_hpwl_mm 20.31 \
    power_mw 7.311 \
    p_leak_nw 3.012 \
    grt_first_pass_wirelength_mm 38.63 \
    cp-start-kind "input pin" \
    cp_top_family "AND-OR/OR-AND gates" \
    top_register "RGBout" \
    numCtsBuffers 3 \
    crit_buf_inv 3 \
    drive_gt1_frac 0.4552 \
    vias_per_cell 6.233 \
    clk_path_buf_depth 2 \
    clock_sinks 8 \
    met1_length_mm 10.27 \
    synth-seq-cells 8 \
    outcome "complete, but fails checks" \
    cp_cell_sequence "buf_12, inv_12, ha_4, nor3b_4, xnor2_1, ha_1, a21o_1, a21oi_2, o21ai_4, xnor2_4, buf_6, nor3_2, a21oi_1, o31a_1, o311ai_4" \
    dieArea_um2 14210 \
    warnings 32 \
    rows 42 \
    critical_path_class "input pin to flip-flop" \
    globalplace.congestion 1.068 \
    core_um2 13300 \
    peakVddDrop_mv 0.6535 \
    vias 6875 \
    rsz0062_at_grt "yes" \
    wl_mm 25.42 \
    antenna_found_initial 0 \
    synth-async-reset-ratio 1.000 \
    worstPathArrival_ns 2.76 \
    maxSlewHeadroom 0.3310 \
    violations "setup timing" \
    dr_wl_met3_mm 3.168 \
    grt_usage 0.3658 \
    largest_area_cell "a21oi_1" \
    ctsRootBufferMaster "clkbuf_16" \
    drv_slew 0 \
    n_fill_cell 1220 \
    ff_type "dfstp_2" \
    yosys_cells 682 \
    grt_pass1_vias 6577 \
    endpoint_kind "flip-flop" \
    mi_logic_area_um2 4039 \
    largest_reg_flops 8 \
    yosysUniqueCellTypes 72 \
    area_growth_pct 79.11 \
    final_cells 1103 \
    crit_fanout 5 \
    htreeDepth 1 \
    fin_tns_setup_ns -11.28 \
    regArea_um2 210.2 \
    port-buffer-count 29 \
    drt-pass1-iter-count 5 \
    p_per_area_nw_per_um2 990.8 \
    remaining_drc_errors 0 \
    ant_nets 0 \
    ys_area_um2 4120 \
    crit_slowest_cell "ha_1" \
    ys_seq_frac 0.05102 \
    finalCriticalPeriod_ns 2.627 \
    grt_max_degree 25 \
    design_area_um2 7380 \
    area_leaders "a21oi_1 10%, o21ai_0 8.1%, nand2_1 5.8%" \
    grt-ovfl-total 0 \
    cp.required_ns 1.34 \
    hold_viol 0 \
    syn_avg_cell_area_um2 6.041 \
    layout_top_cells "268 x buf_4, 76 x a21oi_1, 60 x nand2_1" \
    place_ws_ns -2.451 \
    top_regs "RGBout x8" \
    hp-class "input pin to async pin" \
    die_y_um 119.2 \
    cts_tree "yes" \
    netlist_instances 682 \
    syn_area_um2 4120 \
    dpl.cell_count 1083 \
    clk_pin_slew_ns 0.04 \
    initial_core_util 0.3099 \
    highest_layer "met4" \
    synth_warnings 4 \
    synth_top_area_share 0.1008 \
    final_common_cell "buf_4" \
    n_antenna_cell 0 \
    die_w_um 119.2 \
    tightest_slew_ns 0.9910 \
    cts_hold_buf 0 \
    dr_wl_met2_mm 10.49 \
    wire_per_inst_um 23.04 \
    fmax_mhz 380.6 \
    boundaryPins 34 \
    cp_slowest_stage_delay_ns 0.31 \
]
cells by family after synthesis:
logic type                 Yosys count  synth area share
DFF                                  8           0.05102
buffers and inverters              103            0.1154
xor gates and xnor gates            17           0.03978
muxes                                1          0.002429
and+or+nand+nor                    223            0.2596
adders and majority gates            8           0.02612
AOI/OAI and AO/OA                  322            0.5056
repair_timing:
item                                    in CTS  in global routing
endpoints found under the setup margin      17                 15
resized                                    114                 60
buffers inserted                            17                  4
pin swaps                                   53                 40
Yosys cell counts (all sizes together) (3+ instances only):
master and count:
buf 49, xor2 3, o311ai 7, o21bai 3
nand4 5, nor3b 3, nor2b 15, ha 7
a221o 3, o31a 3, a311oi 5, xnor2 14
o211ai 12, dfstp 8, nor3 22, o21a 4
a2111oi 5, o22ai 19, nor4 4, clkbuf 36
o221ai 9, a22oi 4, nand2b 14, a21o 5
a21oi 83, o32ai 5, a211oi 15, o31ai 7
o21ai 73, nand2 66, and2 7, a31oi 23
o2111ai 8, nand3 19, a221oi 9, inv 17
or2 6, nor2 54
final timing paths:
| path | startpoint | endpoint | slack, ns | cells past startpoint |
|---|---|---|---|---|
| max | offsetX[6] | RGBout[2] | -1.43 | 15 |
| min | resetN | RGBout[7] | 0.58 | 1 |
| max in group asynchronous | resetN | RGBout[3] | 0.59 | 1 |
| min in group clk0 | InsideRectangle | RGBout[0] | 0.73 | 3 |
per-stage QoR:
| step | hold WS, ns | utilization |
|---|---|---|
| after global routing | 0.6232 | 0.5551 |
| after global placement | 0.8241 | 0.4927 |
| final | 0.5833 | 0.5551 |
| after detailed placement | 0.8246 | 0.4927 |
| after floorplan | 0.09216 | - |
| after CTS | 0.5836 | 0.5322 |
report_power, final:
group | switching, mW | internal [mW]
clock network | 0.121 | 0.429
registers | 0.0550 | 0.429
logic | 3.30 | 2.98
metal layers:
layer,global-route usage,vias up
met5,0,-
met4,0.1756,0
met3,0.09247,120
met2,0.5305,521
met1,0.5048,3144
li1,-,3090
cell type report:
class	count	area share
well taps	176	0.02984
repair buffers	327	0.3727
clock buffers	3	0.01017
inverters	18	0.01153
flip-flops and latches	8	0.02848
multi-input cells	571	0.5473
