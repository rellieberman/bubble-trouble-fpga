==> constraint.sdc <==
current_design NumbersBitMap

set clk_period 1.0
set clk_io_pct 0.2

create_clock -name clk0 -period $clk_period [get_ports {clk}]

set non_clock_inputs [all_inputs -no_clocks]
set_input_delay [expr $clk_period * $clk_io_pct] -clock clk0 $non_clock_inputs
set_output_delay [expr $clk_period * $clk_io_pct] -clock clk0 [all_outputs]
==> run.sh <==
#!/bin/bash
# OpenROAD 26Q1-2900-gdf79404cd8, Yosys 0.63+post, stock flow scripts
make -C /OpenROAD-flow-scripts/flow DESIGN_CONFIG=/design/flow/config.mk WORK_HOME=/design/flow/orfs finish
==> config.mk <==
export PLATFORM = sky130hd
export DESIGN_NAME = NumbersBitMap
export DESIGN_NICKNAME = NumbersBitMap
export VERILOG_FILES = /design/flow/design.v
export SDC_FILE = /design/flow/constraint.sdc
export NUM_CORES = 4
export LEC_CHECK = 1
export CORE_UTILIZATION = 40
==> design.v <==
module NumbersBitMap	(	
					input		logic	clk,
					input		logic	resetN,
					input 	logic	[10:0] offsetX, 
					input 	logic	[10:0] offsetY,
					input		logic	InsideRectangle,  
					input 	logic	[3:0] digit,  
					output	logic				drawingRequest,  
					output	logic	[7:0]		RGBout
);
parameter  logic	[7:0] digit_color = 8'hff ;  
bit [0:15] [0:31] [0:15] number_bitmap  = {
{16'b	0000001111100000,
16'b	0000111111111000,
16'b	0000111111111000,
16'b	0001111111111100,
16'b	0011111001111100,
16'b	0011100000111110,
16'b	0111100000011110,
16'b	0111100000011110,
16'b	1111100000011111,
16'b	1111000000001111,
16'b	1111000000001111,
16'b	1111000000001111,
16'b	1111000000001111,
16'b	1111000000001111,
16'b	1111000000001111,
16'b	1111000000001111,
16'b	1111000000001111,
16'b	1111000000001111,
16'b	1111000000001111,
16'b	1111000000001111,
16'b	1111000000001111,
16'b	1111000000001111,
16'b	1111000000001111,
16'b	1111000000011110,
16'b	1111100000011110,
16'b	0111110000111110,
16'b	0111110000111100,
16'b	0011111001111100,
16'b	0011111111111000,
16'b	0001111111111000,
16'b	0000111111110000,
16'b	0000011111000000},
{16'b	0000000011100000,
16'b	0000000111100000,
16'b	0000011111100000,
16'b	0000111111100000,
16'b	0001111111100000,
16'b	0011111111100000,
16'b	0111111011100000,
16'b	0111100011100000,
16'b	0111000011100000,
16'b	0010000011100000,
16'b	0000000011100000,
16'b	0000000011100000,
16'b	0000000011100000,
16'b	0000000011100000,
16'b	0000000011100000,
16'b	0000000011100000,
16'b	0000000011100000,
16'b	0000000011100000,
16'b	0000000011100000,
16'b	0000000011100000,
16'b	0000000011100000,
16'b	0000000011100000,
16'b	0000000011100000,
16'b	0000000011100000,
16'b	0000000011100000,
16'b	0000000011100000,
16'b	0000000011100000,
16'b	0000000011100000,
16'b	0111111111111111,
16'b	0111111111111111,
16'b	0111111111111111,
16'b	0111111111111111},
{16'b	0000111111100000,
16'b	0001111111110000,
16'b	0111111111111000,
16'b	1111111111111000,
16'b	1111110011111100,
16'b	1111000011111100,
16'b	1110000001111110,
16'b	0000000000111110,
16'b	0000000000111110,
16'b	0000000000111110,
16'b	0000000000111100,
16'b	0000000001111100,
16'b	0000000001111100,
16'b	0000000001111000,
16'b	0000000011111000,
16'b	0000000011111000,
16'b	0000000011111000,
16'b	0000000011110000,
16'b	0000000011100000,
16'b	0000000111000000,
16'b	0000001111000000,
16'b	0000011110000000,
16'b	0000111100000000,
16'b	0001111100000000,
16'b	0001111100000000,
16'b	0011111000000000,
16'b	0111110000000001,
16'b	1111100000000011,
16'b	1111111111111111,
16'b	1111111111111111,
16'b	1111111111111111,
16'b	1111111111111111},
{16'b	0000111111100000,
16'b	0001111111111000,
16'b	0111111111111000,
16'b	1111111111111000,
16'b	1111110011111100,
16'b	1111000001111100,
16'b	1110000001111100,
16'b	0000000000111110,
16'b	0000000000111100,
16'b	0000000000111100,
16'b	0000000000111100,
16'b	0000000001111100,
16'b	0000000011111000,
16'b	0000000011111000,
16'b	0001111111110000,
16'b	0001111111000000,
16'b	0001111111111000,
16'b	0001111111111000,
16'b	0000000011111100,
16'b	0000000001111110,
16'b	0000000000111111,
16'b	0000000000011111,
16'b	0000000000011111,
16'b	0000000000011111,
16'b	0000000000011111,
16'b	0000000000111111,
16'b	1110000001111110,
16'b	1111100011111110,
16'b	1111111111111100,
16'b	1111111111111000,
16'b	0111111111111000,
16'b	0001111111000000},
{16'b	0000000011111000,
16'b	0000000011111000,
16'b	0000000011111000,
16'b	0000000011111000,
16'b	0000000111111000,
16'b	0000001111111000,
16'b	0000001101111000,
16'b	0000011101111000,
16'b	0000011101111000,
16'b	0000111101111000,
16'b	0001111101111000,
16'b	0001111101111000,
16'b	0001111001111000,
16'b	0011111001111000,
16'b	0011110001111000,
16'b	0111100001111000,
16'b	0111100001111000,
16'b	1111000001111000,
16'b	1110000001111000,
16'b	1110000001111000,
16'b	1110000001111000,
16'b	1111111111111111,
16'b	1111111111111111,
16'b	1111111111111111,
16'b	0000000001111000,
16'b	0000000001111000,
16'b	0000000001111000,
16'b	0000000001111000,
16'b	0000000001111000,
16'b	0000000001111000,
16'b	0000000001111000,
16'b	0000000011111100},
{16'b	0111111111111111,
16'b	0111111111111111,
16'b	0111111111111110,
16'b	0111111111111100,
16'b	0111100000000000,
16'b	0111100000000000,
16'b	0111100000000000,
16'b	0111100000000000,
16'b	0111100000000000,
16'b	0111100000000000,
16'b	0111100000000000,
16'b	0111111111100000,
16'b	0111111111111000,
16'b	0111111111111000,
16'b	0111111111111100,
16'b	0010000011111110,
16'b	0000000001111110,
16'b	0000000000111111,
16'b	0000000000011111,
16'b	0000000000011111,
16'b	0000000000001111,
16'b	0000000000001111,
16'b	0000000000001111,
16'b	0000000000011111,
16'b	0000000000011111,
16'b	1000000000111110,
16'b	1100000001111110,
16'b	1111100011111100,
16'b	1111111111111000,
16'b	1111111111111000,
16'b	1111111111110000,
16'b	0001111111000000},
{16'b	0000000111111100,
16'b	0000011111111110,
16'b	0000111111111110,
16'b	0001111111111111,
16'b	0001111100001111,
16'b	0011111100000001,
16'b	0011111000000000,
16'b	0111110000000000,
16'b	0111100000000000,
16'b	1111100000000000,
16'b	1111000000000000,
16'b	1111000000000000,
16'b	1111000000000000,
16'b	1111001111111000,
16'b	1111111111111100,
16'b	1111111111111110,
16'b	1111111111111111,
16'b	1111111101111111,
16'b	1111100000011111,
16'b	1111000000001111,
16'b	1111000000000111,
16'b	1111000000000111,
16'b	1111000000000111,
16'b	1111000000000111,
16'b	1111100000001111,
16'b	1111100000001111,
16'b	0111110000011111,
16'b	0111111101111110,
16'b	0011111111111110,
16'b	0001111111111100,
16'b	0001111111111000,
16'b	0000011111100000},
{16'b	1111111111111111,
16'b	1111111111111111,
16'b	1111111111111111,
16'b	1111111111111111,
16'b	1100000000001111,
16'b	1000000000011111,
16'b	0000000000011111,
16'b	0000000000011110,
16'b	0000000000111110,
16'b	0000000000111100,
16'b	0000000001111100,
16'b	0000000001111000,
16'b	0000000011111000,
16'b	0000000011111000,
16'b	0000000011111000,
16'b	0000000011111000,
16'b	0000000011110000,
16'b	0000000011110000,
16'b	0000000011100000,
16'b	0000000011100000,
16'b	0000000111100000,
16'b	0000000111100000,
16'b	0000001111000000,
16'b	0000001111000000,
16'b	0000011110000000,
16'b	0000011110000000,
16'b	0000111110000000,
16'b	0000111100000000,
16'b	0000111100000000,
16'b	0001111100000000,
16'b	0001111100000000,
16'b	0001111100000000},
{16'b	0000111111110000,
16'b	0001111111111000,
16'b	0011111111111100,
16'b	0111111111111110,
16'b	0111111011111110,
16'b	1111100000111111,
16'b	1111100000011111,
16'b	1111000000001111,
16'b	1111000000001111,
16'b	1111000000001111,
16'b	1111100000011110,
16'b	0111110000111110,
16'b	0111111001111100,
16'b	0011111111111000,
16'b	0001111111111000,
16'b	0000111111100000,
16'b	0000111111110000,
16'b	0001111111111000,
16'b	0011111111111100,
16'b	0111111001111110,
16'b	1111100000111111,
16'b	1111000000001111,
16'b	1110000000001111,
16'b	1110000000000111,
16'b	1110000000000111,
16'b	1111000000001111,
16'b	1111100000011111,
16'b	1111111001111111,
16'b	1111111111111110,
16'b	0111111111111110,
16'b	0011111111111000,
16'b	0001111111110000},
{16'b	0000111111100000,
16'b	0001111111111000,
16'b	0011111111111000,
16'b	0111111111111100,
16'b	1111111011111100,
16'b	1111100000111110,
16'b	1111000000011110,
16'b	1111000000011111,
16'b	1110000000001111,
16'b	1110000000001111,
16'b	1110000000001111,
16'b	1110000000001111,
16'b	1111000000001111,
16'b	1111100000011111,
16'b	1111111011111111,
16'b	1111111111111111,
16'b	0111111111111111,
16'b	0011111111111111,
16'b	0001111111001111,
16'b	0000000000001111,
16'b	0000000000001111,
16'b	0000000000001111,
16'b	0000000000011110,
16'b	0000000000011110,
16'b	0000000000111110,
16'b	0000000001111100,
16'b	1000000011111100,
16'b	1111000011111000,
16'b	1111111111111000,
16'b	1111111111110000,
16'b	1111111111100000,
16'b	0011111100000000},
{16'b	0000011111100000,
16'b	0000011111100000,
16'b	0000011111100000,
16'b	0000011111100000,
16'b	0000111111110000,
16'b	0000110000111000,
16'b	0000110000111000,
16'b	0000110000111000,
16'b	0001110000111100,
16'b	0001100000011100,
16'b	0011100000011100,
16'b	0011000000001100,
16'b	0111000000001110,
16'b	0111000000001110,
16'b	0111000000001110,
16'b	0111000000001110,
16'b	0111000000001110,
16'b	0111000000001110,
16'b	0111000000001110,
16'b	1111111111111111,
16'b	1111111111111111,
16'b	1111111111111111,
16'b	1110000000000111,
16'b	1110000000000111,
16'b	1110000000000111,
16'b	1110000000000111,
16'b	1110000000000111,
16'b	1110000000000111,
16'b	1110000000000111,
16'b	1110000000000111,
16'b	1110000000000111,
16'b	1111000000001111},
{16'b	1111111111110000,
16'b	1111111111111000,
16'b	1111111111111100,
16'b	1111111111111110,
16'b	0111000011111110,
16'b	0111000000111111,
16'b	0111000000011111,
16'b	0111000000001111,
16'b	0111000000001111,
16'b	0111000000001111,
16'b	0111000000011110,
16'b	0111000000111110,
16'b	0111000001111100,
16'b	0111111111111000,
16'b	0111111111111000,
16'b	0111111111100000,
16'b	0111111111110000,
16'b	0111111111111000,
16'b	0111111111111100,
16'b	0111000001111110,
16'b	0111000000111111,
16'b	0111000000001111,
16'b	0111000000001111,
16'b	0111000000000111,
16'b	0111000000000111,
16'b	0111000000001111,
16'b	0111000000011111,
16'b	0111000001111111,
16'b	1111111111111110,
16'b	1111111111111110,
16'b	1111111111111000,
16'b	1111111111110000},
{16'b	0000001111111000,
16'b	0000111111111100,
16'b	0000111111111110,
16'b	0001111111111111,
16'b	0011111001000011,
16'b	0011100000000001,
16'b	0111100000000000,
16'b	0111100000000000,
16'b	1111100000000000,
16'b	1111000000000000,
16'b	1111000000000000,
16'b	1111000000000000,
16'b	1111000000000000,
16'b	1111000000000000,
16'b	1111000000000000,
16'b	1111000000000000,
16'b	1111000000000000,
16'b	1111000000000000,
16'b	1111000000000000,
16'b	1111000000000000,
16'b	1111000000000000,
16'b	1111000000000000,
16'b	1111000000000000,
16'b	1111000000000000,
16'b	1111100000000000,
16'b	0111110000000000,
16'b	0111110000000001,
16'b	0011111001000011,
16'b	0011111111111111,
16'b	0001111111111110,
16'b	0000111111111100,
16'b	0000011111111000},
{16'b	1111111111100000,
16'b	1111111111111000,
16'b	1111111111111000,
16'b	1111111111111100,
16'b	0111000001111100,
16'b	0111000000111110,
16'b	0111000000011110,
16'b	0111000000011110,
16'b	0111000000011111,
16'b	0111000000001111,
16'b	0111000000001111,
16'b	0111000000001111,
16'b	0111000000001111,
16'b	0111000000001111,
16'b	0111000000001111,
16'b	0111000000001111,
16'b	0111000000001111,
16'b	0111000000001111,
16'b	0111000000001111,
16'b	0111000000001111,
16'b	0111000000001111,
16'b	0111000000001111,
16'b	0111000000001111,
16'b	0111000000011110,
16'b	0111000000011110,
16'b	0111000000111110,
16'b	0111000000111100,
16'b	0111000001111100,
16'b	1111111111111000,
16'b	1111111111111000,
16'b	1111111111110000,
16'b	1111111111000000},
{16'b	1111111111111111,
16'b	1111111111111111,
16'b	1111111111111111,
16'b	1111111111111111,
16'b	1111000000000011,
16'b	1111000000000000,
16'b	1111000000000000,
16'b	1111000000000000,
16'b	1111000000000000,
16'b	1111000000000000,
16'b	1111000000000000,
16'b	1111000000000000,
16'b	1111000000000000,
16'b	1111000000000001,
16'b	1111111111111111,
16'b	1111111111111111,
16'b	1111111111111111,
16'b	1111111111111111,
16'b	1111000000000001,
16'b	1111000000000000,
16'b	1111000000000000,
16'b	1111000000000000,
16'b	1111000000000000,
16'b	1111000000000000,
16'b	1111000000000000,
16'b	1111000000000000,
16'b	1111000000000000,
16'b	1111000001000011,
16'b	1111111111111111,
16'b	1111111111111111,
16'b	1111111111111111,
16'b	1111111111111111},
{16'b	1111111111111111,
16'b	1111111111111111,
16'b	1111111111111111,
16'b	1111111111111111,
16'b	1111000000000011,
16'b	1111000000000000,
16'b	1111000000000000,
16'b	1111000000000000,
16'b	1111000000000000,
16'b	1111000000000000,
16'b	1111000000000000,
16'b	1111000000000000,
16'b	1111000000000000,
16'b	1111000000000001,
16'b	1111111111111111,
16'b	1111111111111111,
16'b	1111111111111111,
16'b	1111111111111111,
16'b	1111000000000001,
16'b	1111000000000000,
16'b	1111000000000000,
16'b	1111000000000000,
16'b	1111000000000000,
16'b	1111000000000000,
16'b	1111000000000000,
16'b	1111000000000000,
16'b	1111000000000000,
16'b	1111000000000000,
16'b	1111000000000000,
16'b	1111000000000000,
16'b	1111000000000000,
16'b	1111000000000000}
} ; 
always_ff@(posedge clk or negedge resetN)
begin
	if(!resetN) begin
		drawingRequest <=	1'b0;
	end
	else begin
			drawingRequest <= (number_bitmap[digit][offsetY][offsetX]) && (InsideRectangle == 1'b1 );	 
	end 
end
assign RGBout = digit_color ;  
endmodule
==> flow_metrics.env <==
# implementation run metrics
export IMPL_async_reset_ff_share_pct=100
export IMPL_io_pins=38
export IMPL_instances_no_fill=1232
export IMPL_drive_above_1_share_pct=34.1
export IMPL_synth_cell_area_um2=4960
export IMPL_hold_path_class="in -> async"
export IMPL_hold_slack_ns=0.351
export IMPL_synth_seq_cells=1
export IMPL_area_growth_pct=53.6
export IMPL_peakVddDrop_uv=528
export IMPL_core_area_um2=12100
export IMPL_antenna_found_initial=0
export IMPL_worst_slack_ns=-3.15
export IMPL_min_period_ns=4.15
export IMPL_finalSetupViolCount=1
export IMPL_hold_viol_final=0
export IMPL_arrival_ns=4.03
export IMPL_crit_path_end_kind="flop"
export IMPL_top_regs="drawingRequest x1"
export IMPL_io_buffer_count=29
export IMPL_tightestPinTransition_ns=0.804
export IMPL_grt_usage_pct=50.4
export IMPL_wl_per_cell_um=26.3
export IMPL_top_register="drawingRequest"
export IMPL_netlist_area_leader_share_pct=9.89
export IMPL_syn_instance_count=832
export IMPL_power_w=0.0103
export IMPL_final_max_slew_violation_count=0
export IMPL_critical_path_max_stage_delay_ns=0.53
export IMPL_tool_warnings=31
export IMPL_drtIter0Drc=1212
export IMPL_path_max_fanout=3
export IMPL_violations="setup timing"
export IMPL_routed_wirelength_um=32400
export IMPL_die_area_um2=12900
export IMPL_ys_seq_share_pct=0.504
export IMPL_flop_cell="dfrtp_1"
export IMPL_cp_cell_sequence="buf_6 -> or4_4 -> buf_4 -> buf_4 -> nor2_2 -> xnor2_2 -> fa_1 -> ha_1 -> nand2_1 -> o31a_1 -> o21a_4 -> or2_4 -> or4_4 -> a311oi_2 -> a2111oi_2 -> a2111oi_2"
export IMPL_period_used_pct=415
export IMPL_grt_pass1_wl_um=47700
export IMPL_dr_pass1_iters=7
export IMPL_place_inst=1223
export IMPL_cts_clk_slew_worst_paths_ns=0
export IMPL_worstSetupPathType="in -> reg"
export IMPL_cp_slowest_cell="or4_4"
export IMPL_ys_cells=832
export IMPL_synth_cell_type_count=73
export IMPL_common_cells="o21ai_0, a21oi_1, clkbuf_1, nor2_1, nand2_1"
export IMPL_fp_util_pct=41.1
export IMPL_synth_edff_count=0
export IMPL_ys_warn_count=1
export IMPL_status="finished, violations left"
export IMPL_hold_buffers=0
export IMPL_slew_headroom_pct=46.0
export IMPL_required_ns=0.88
export IMPL_vias=8573
export IMPL_top_area_cell="o21ai_0"
export IMPL_grt_overflow=0
export IMPL_area_leaders="o21ai_0, a21oi_1, clkbuf_1"
export IMPL_fmax_mhz=241
export IMPL_cp_top_family="simple AND/OR/NAND/NOR gates"
export IMPL_rsz0062_at_grt="yes"
export IMPL_place_hpwl_um=24400
export IMPL_die_w_um=113
export IMPL_p_leak_nw=3.18
export IMPL_drt_drc_violations_left=0
export IMPL_antenna_left=0
export IMPL_rows=40
export IMPL_die_h_um=113
export IMPL_gp_congestion=1.16
export IMPL_power_per_cell_area_nw_per_um2=1350
export IMPL_grt_max_degree=36
export IMPL_largest_reg_flops=1
export IMPL_yosys_area_um2=4960
export IMPL_maxCapViolCount=0
export IMPL_synth_dominant_cell_count="o21ai_0"
export IMPL_grt_pass1_vias=7836
export IMPL_postSynthAreaPerCell_um2=5.96
export IMPL_via_per_inst=6.96
export IMPL_finalSetupTns_ns=-3.15
export IMPL_crit_buf_inv=3
export IMPL_fin_util_pct=63.2
export IMPL_setup_worst_path_start_class="input port"
## what timing repair did
| item | in CTS | in global routing |
|---|---|---|
| resized | 44 | 23 |
| gates cloned | 0 | 1 |
| setup buffers | 6 | 1 |
| endpoints found under the setup margin | 1 | 1 |
| pin swaps | 37 | 17 |
| endpoints found under the hold margin | 0 | 0 |
## final timing paths
kind,startpoint,to,slack (ns),depth (start not counted)
max in group asynchronous,resetN,drawingRequest,0.55,1
min,resetN,drawingRequest,0.35,1
max,offsetX[6],drawingRequest,-3.15,16
min in group clk0,drawingRequest,drawingRequest,0.93,1
## where the power goes
| part | total, W | internal [W] | switching, W |
|---|---|---|---|
| combinational | 0.0103 | 0.00438 | 0.00589 |
| sequential | 0.0000545 | 0.0000522 | 0.00000229 |
| clock | 0.000000000523 | 0.000000000523 | 0 |
| total | 0.0103 | 0.00443 | 0.00589 |
## stage by stage
step                      instance area, µm²  setup WS, ns
after floorplan                         5020         -2.84
after global placement                  7370         -3.43
after detailed placement                7370         -3.49
after CTS                               7520         -3.14
after global routing                    7620         -3.31
final                                   7620         -3.15
## layer usage
metal / GRT usage (%) / part of all wire [%]
met5: 0 / 0
met1: 66.8 / 37
met4: 28.8 / 8.2
met2: 72.6 / 40
met3: 15.5 / 15
## layout by cell type (no fill, tap or decap), types with 6 or more instances in the layout
cell | Yosys | final
a2111oi_0 | 12 | 10
a211o_1 | 8 | 8
a211oi_1 | 20 | 19
a21oi_1 | 92 | 91
a221oi_1 | 13 | 10
a22oi_1 | 6 | 6
a31oi_1 | 17 | 17
and2_1 | 7 | 7
buf_2 | 1 | 6
buf_4 | 8 | 291
buf_6 | 0 | 11
clkdlybuf4s50_1 | 0 | 19
conb_1 | 1 | 8
ha_1 | 17 | 12
inv_1 | 24 | 22
nand2_1 | 60 | 60
nand2b_1 | 18 | 18
nand3_1 | 12 | 12
nand4_1 | 6 | 6
nor2_1 | 77 | 74
nor2b_1 | 13 | 13
nor3_1 | 24 | 23
nor4_1 | 6 | 6
o2111ai_1 | 13 | 12
o211ai_1 | 14 | 14
o21a_1 | 9 | 9
o21ai_0 | 98 | 94
o221ai_1 | 8 | 8
o22ai_1 | 11 | 10
o311ai_0 | 10 | 9
o31ai_1 | 15 | 11
o32ai_1 | 6 | 6
xnor2_1 | 13 | 11
xor2_1 | 8 | 7
## cell type report
| type | count | area, µm² |
|---|---|---|
| Multi-Input combinational cell | 702 | 4620 |
| Fill cell | 1087 | 4440 |
| Timing Repair Buffer | 335 | 2660 |
| Tap cell | 168 | 210 |
| Inverter | 25 | 98.8 |
| Sequential cell | 1 | 25.0 |
| Antenna cell | 1 | 2.50 |
## kinds of logic (layout without fill, tap and decap cells)
family,Yosys count,after routing,share of synthesized area [%]
compound gates,395,395,52.7
other cells,1,9,0.0756
buf+inv,136,360,10.9
fa+ha+maj,22,22,6.31
xor+xnor,21,21,3.71
simple gates,252,252,24.7
flops,1,1,0.504
mux,4,4,1.08
No activity file was given, so power comes from the tool's default toggle rates.
